==> flow/design.v <==
`timescale 1ns/100ps
`default_nettype none
module MU0_Alu (
               input  wire [15:0]  X, 
               input  wire [15:0]  Y, 
               input  wire [1:0]   M, 
               output reg  [15:0]  Q
	       );
	always @ (*)
	begin
		case(M)
			2'b00 	: Q = Y;
			2'b01 	: Q = X+Y;
			2'b10 	: Q = X+16'd1;
			2'b11 	: Q = X+(~Y+16'd1);  
			default : Q = 16'bx;  
		endcase
	end
endmodule 
`default_nettype wire
`timescale 1ns/100ps
`default_nettype none
module MU0_Datapath(
input  wire        Clk,
input  wire        Reset,
input  wire [15:0] Din,
input  wire        X_sel,
input  wire        Y_sel,
input  wire        Addr_sel,
input  wire        PC_En,
input  wire        IR_En,
input  wire        Acc_En,
input  wire [1:0]  M,
output wire [3:0]  F,			 
output wire [11:0] Address,
output wire [15:0] Dout,
output wire        N,
output wire        Z,
output wire [11:0] PC,
output wire [15:0] Acc);
wire [15:0] X;
wire [15:0] IR;
wire [15:0] Y;
wire [15:0] ALU; 
MU0_Reg12 PCReg(.En(PC_En), .Reset(Reset), .Clk(Clk), .D(ALU[11:0]), .Q(PC));
MU0_Reg16 IRReg(.En(IR_En), .Reset(Reset), .Clk(Clk), .D(Din[15:0]), .Q(IR));
MU0_Reg16 ACCReg(.En(Acc_En), .Reset(Reset), .Clk(Clk), .D(ALU[15:0]), .Q(Acc));
MU0_Mux12 AddrMux(.A(PC[11:0]), .B(IR[11:0]), .S(Addr_sel), .Q(Address[11:0]));
MU0_Mux16 XMux(.A(Acc[15:0]), .B({4'b0000, PC[11:0]}), .S(X_sel), .Q(X));
MU0_Mux16 YMux(.A(Din[15:0]), .B(IR[15:0]), .S(Y_sel), .Q(Y));
MU0_Alu MU0_ALU(.X(X), .Y(Y), .M(M), .Q(ALU));
MU0_Flags FLAGS(.Acc(Acc), .N(N), .Z(Z));
assign Dout = X;
assign F = IR[15:12];
endmodule 
`default_nettype wire
`timescale 1ns/100ps
`default_nettype none
module MU0_Flags (
input  wire [15:0]  Acc, 
output reg          N, 
output reg          Z
);
always @(*)
 begin
   Z = ~|Acc;      
   N = Acc[15];    
 end
endmodule 
`default_nettype wire
`timescale 1ns/100ps
`default_nettype none
module MU0_Mux12 (
input  wire [11:0] A, 
input  wire [11:0] B, 
input  wire        S, 
output reg  [11:0] Q);
always @ (*)
begin
	if (S)
	begin
		Q = B;
	end
	else
	begin
		Q = A;
	end
end
endmodule 
`default_nettype wire
`timescale 1ns/100ps
`default_nettype none
module MU0_Mux16 (
input  wire  [15:0] A, 
input  wire  [15:0] B, 
input  wire         S, 
output reg  [15:0]  Q
);
always @ (*)
begin
	if (S)
	begin
		Q = B;
	end
	else
	begin
		Q = A;
	end
end
endmodule 
`default_nettype wire
`timescale 1ns/100ps
`default_nettype none
module MU0_Reg12 (
input  wire        Clk, 
input  wire        Reset,     
input  wire        En, 
input  wire [11:0] D, 
output reg  [11:0] Q
);
always @ (posedge Clk, posedge Reset)
begin
	if(Reset)  
	begin
		Q <= 12'd0;
	end
	else if (En)  
	begin
		Q <= D;
	end
end
endmodule 
`default_nettype wire
`timescale 1ns/100ps
`default_nettype none
module MU0_Reg16 (
input  wire        Clk, 
input  wire        Reset,     
input  wire        En, 
input  wire [15:0] D, 
output reg  [15:0] Q
 );
always @ (posedge Clk, posedge Reset)
begin
	if(Reset)  
	begin
		Q <= 16'd0;
	end
	else if (En)  
	begin
		Q <= D;
	end
end
endmodule 
`default_nettype wire
==> flow/run.sh <==
#!/bin/bash
# OpenROAD 26Q1-2900-gdf79404cd8, Yosys 0.63+post, stock flow scripts
make -C /OpenROAD-flow-scripts/flow DESIGN_CONFIG=/design/flow/config.mk WORK_HOME=/design/flow/orfs finish
==> flow/config.mk <==
export PLATFORM = sky130hd
export DESIGN_NAME = MU0_Datapath
export DESIGN_NICKNAME = MU0_Datapath
export VERILOG_FILES = /design/flow/design.v
export SDC_FILE = /design/flow/constraint.sdc
export NUM_CORES = 4
export LEC_CHECK = 1
export CORE_UTILIZATION = 50
==> flow/constraint.sdc <==
current_design MU0_Datapath

set clk_period 10.1
set clk_io_pct 0.2

create_clock -name clk0 -period $clk_period [get_ports {Clk}]

set non_clock_inputs [all_inputs -no_clocks]
set_input_delay [expr $clk_period * $clk_io_pct] -clock clk0 $non_clock_inputs
set_output_delay [expr $clk_period * $clk_io_pct] -clock clk0 [all_outputs]
==> results.cfg <==
; synthesis and place-and-route metrics
[run_status]
status = finished, final reports clean

[synthesis]
ys.warnings.count = 6
netlist_instances = 430
syn_area_per_cell_um2 = 9.22
synth.distinct_cells = 50
synthDominantCellAreaShare_pct = 27.8
yosys_reported_design_area_after_synthesis_um2 = 3960
netlist.top_cell.by_area = sky130_fd_sc_hd__dfrtp_1
ys_async_sr_fraction_pct = 100
ys_seq_elements = 44
most_instantiated_library_cell_after_synthesis = sky130_fd_sc_hd__mux2_2
ys_cells = 430
yosys-top-cells-area = sky130_fd_sc_hd__dfrtp_1, sky130_fd_sc_hd__mux2_2, sky130_fd_sc_hd__ha_1
number_of_flops_mapped_to_enable_cells_by_yosys = 0
postSynth.topFlopCell = sky130_fd_sc_hd__dfrtp_1
synth_sequential_area_ratio_pct = 27.8
mappedNetlistArea_um2 = 3960
synth.top_cells.by_count = sky130_fd_sc_hd__mux2_2, sky130_fd_sc_hd__dfrtp_1, sky130_fd_sc_hd__a21oi_1, sky130_fd_sc_hd__ha_1, sky130_fd_sc_hd__nor2_1

[sta]
tmin_final_ps = 6130
rsz_0062_raised_after_global_routing = no
worst_margin_pin_slew_ps = 945
pins_over_their_slew_limit = 0
final.setup_skew_ps = 7.06
fin_crit_sh_pct = 60.7
finalSetupViolCount = 0
final_layout_setup_total_negative_slack_ps = 0
fmax_mhz = 163
finalHoldViolations = 0
slew_headroom_pct = 36.8

[clocking]
cts-hold-fix-buffers = 0
postCtsSetupRepairBufs = 0
tritoncts = built
clock_path_buffers = 2
cts_made_buffers = 5
post_cts_resized = 0
clk_pin_slew_ps = 80
h-tree-depth = 2
total_clock_sinks = 44
clockRootBuffer = sky130_fd_sc_hd__clkbuf_8
clock_latency_ps = 300

[setup_path]
required_ps = 8080
worst-setup-path-type = in -> out
worst_setup_path_start_kind = input port
crit_start = X_sel
setup.worst_path.end_class = output pin
worst_r2r_startpoint = IRReg.Q[0]
cp_data_arrival_time_ps = 4110
cp_max_fo = 18

[layout]
layout.filler_cells = 653
final_layout_size_suffix_gt1_share_pct = 14.1
area_overhead_of_the_layout_relative_to_synthesis_pct = 26.7

[route]
route.detailed.drc = 0
post_drt_via_cell_ratio = 5.92
n_antenna_cell = 0
finalWirelength_mm = 11.2
ant_nets = 0
avgRoutedWirePerCell_um = 18.3
drt-initial-drc-count = 147
via_count = 3620
drtPass1Iterations = 4

[global_route]
grt_first_pass_wirelength_mm = 18.1
grt_max_degree = 45
overflow = 0
vias_in_the_first_global_route = 3457
antenna_found_initial = 0
grt_use_total_pct = 28.8

[floorplanning]
die_x_um = 91.0
ioPinCount = 88
coreArea_um2 = 7690
floorplan.core_util_pct = 51.6
site_row_count = 32
die_h_um = 91.0
die_area_um2 = 8290

[placement]
gp_congestion = 0.941
io_buffer_count = 87
detailed_place_hpwl_mm = 8.76

[power]
power_switching_w = 0.000516
p_int_w = 0.000767
total_power_w = 0.00128
combPwrFrac_pct = 65.6
static_leakage_nw = 2.16
sequentialPowerShare_pct = 23.9
power_density_nw_per_um2 = 255
power_frac_clock_pct = 10.4
power.share.switching_pct = 40.2
power.ir.vdd_worst_mv = 0.146

[worst_hold_path]
timing.hold.worst.start = IRReg.Q[1]
min-delay-path-class = reg -> reg

[job]
drv_cap = 0
warnings = 28
power by group through the flow:
stage	Sequential (W)	Clock (W)	Combinational [W]
4_1_cts	0.000307	0.000137	0.000843
5_1_grt	0.000316	0.000145	0.000931
6_report	0.000307	0.000134	0.000842
final timing paths:
kind	cells past startpoint	endpoint	slack [ps]
max	4	Dout[1]	3970
max in group asynchronous	3	ACCReg.Q[12]	7530
max reg2reg	11	PCReg.Q[10]	6820
min	1	IRReg.Q[1]	540
min reg2reg	1	IRReg.Q[1]	540
min in group asynchronous	3	IRReg.Q[3]	2180
kinds of logic (layout without fill, tap and decap cells):
family	after synthesis	in the layout	synth area share, %
XOR/XNOR	22	22	4.86
multiplexers	80	80	22.0
AND/OR/NAND/NOR	97	97	11.7
adder cells (fa/ha/maj)	35	35	11.4
flip-flops	44	44	27.8
AND-OR/OR-AND	113	113	18.4
buffers and inverters	39	119	3.85
cell type report:
| cell class | instances | area, µm² | area share (%) |
|---|---|---|---|
| flip-flops and latches | 44 | 1100 | 21.9 |
| clock buffers | 6 | 72.6 | 1.44 |
| multi-input cells | 347 | 2710 | 54.0 |
| inverters | 20 | 75.1 | 1.49 |
| repair buffers | 91 | 901 | 17.9 |
| well taps | 102 | 128 | 2.54 |
| clock inverters | 2 | 35.0 | 0.698 |
worst max-delay path, stage by stage:
cell and delay (ps):
sky130_fd_sc_hd__clkdlybuf4s50_1 1090, sky130_fd_sc_hd__mux2i_1 380, sky130_fd_sc_hd__inv_1 180, sky130_fd_sc_hd__clkdlybuf4s50_1 440
per-stage QoR:
stage                     instance area [µm²]  hold WS, ps  util (%)  instances  worst slack [ps]
after floorplan                          3960          480         -        430              5010
after global placement                   4910          509      63.9        604              4080
after detailed placement                 4910          516      63.9        604              4030
after CTS                                5020          536      65.3        612              4000
after global routing                     5020          563      65.3        612              3880
final                                    5020          535      65.3        612              3970
registers in the layout, indices dropped and copies added (netlist names):
| register | flops |
|---|---|
| PCReg.Q | 12 |
| ACCReg.Q | 16 |
| IRReg.Q | 16 |
cell usage in the layout, fill, tap and decap left out, drive strengths merged, types with 2 or more instances in the layout:
| cell type | instances |
|---|---|
| mux2 | 56 |
| and3 | 2 |
| ha | 33 |
| a21o | 5 |
| and4 | 2 |
| or3 | 3 |
| clkbuf | 6 |
| or2 | 2 |
| xor2 | 7 |
| nor3b | 2 |
| nor2 | 32 |
| nand3 | 6 |
| a211oi | 5 |
| mux2i | 24 |
| a31oi | 3 |
| clkdlybuf4s50 | 87 |
| a21oi | 34 |
| nand3b | 2 |
| xnor2 | 15 |
| o21a | 4 |
| o31ai | 5 |
| nor4 | 5 |
| inv | 19 |
| o22ai | 4 |
| buf | 4 |
| a22oi | 2 |
| nand2 | 25 |
| dfrtp | 44 |
| fa | 2 |
| o2111ai | 2 |
| clkinv | 2 |
| o21ai | 25 |
| nor2b | 7 |
| nor3 | 3 |
| nand2b | 6 |
| o211ai | 4 |
| a221oi | 9 |
routing by layer:
layer | track usage, % | wire (µm) | part of all wire (%) | up-vias
met1 | 40.5 | 4830 | 43 | 1743
met5 | 0 | 0 | 0 | -
li1 | - | - | - | 1749
met4 | 7.01 | 299 | 2.7 | 0
met3 | 2.98 | 453 | 4.0 | 20
met2 | 48.9 | 5630 | 50 | 108
Power is estimated from default activity; no workload was simulated.
